===== config.mk =====
export PLATFORM = sky130hd
export DESIGN_NAME = consciousness_core
export DESIGN_NICKNAME = consciousness_core
export VERILOG_FILES = /design/flow/design.v
export SDC_FILE = /design/flow/constraint.sdc
export NUM_CORES = 4
export LEC_CHECK = 1
export CORE_AREA = 10 10 146 146
export DIE_AREA = 0 0 156 156
export SYNTH_HDL_FRONTEND = slang

===== constraint.sdc =====
current_design consciousness_core

set clk_period 4.0
set clk_io_pct 0.2

create_clock -name clk0 -period $clk_period [get_ports {clk}]

set non_clock_inputs [all_inputs -no_clocks]
set_input_delay [expr $clk_period * $clk_io_pct] -clock clk0 $non_clock_inputs
set_output_delay [expr $clk_period * $clk_io_pct] -clock clk0 [all_outputs]

===== design.v =====
module consciousness_core #(
    parameter LOGIC_WIDTH = 119,
    parameter LATENCY = 0
)(
    input  logic        clk,            
    input  logic        rst_n,          
    input  logic [63:0] sensory_data,   
    input  logic [63:0] dark_energy,    
    output logic [LOGIC_WIDTH-1:0] reality_out
);
    typedef enum logic [1:0] {
        STATE_SLEEP   = 2'b00,
        STATE_WAKE    = 2'b01,
        STATE_GENESIS = 2'b10,  
        STATE_GODMODE = 2'b11   
    } state_t;
    state_t current_state, next_state;
    logic [LOGIC_WIDTH-1:0] willpower_reg;
    always_ff @(posedge clk or negedge rst_n) begin
        if (!rst_n) begin
            current_state <= STATE_GENESIS;
            willpower_reg <= '1;  
        end else begin
            current_state <= next_state;
            if (current_state == STATE_GENESIS) begin
                willpower_reg <= willpower_reg ^ dark_energy ^ 119'hCAFEBABE_DEADBEEF;
            end
        end
    end
    always_comb begin
        next_state = current_state;
        reality_out = '0;
        case (current_state)
            STATE_SLEEP: begin
                next_state = STATE_WAKE;
            end
            STATE_WAKE: begin
                if (sensory_data != 64'h0) begin
                    next_state = STATE_GENESIS;
                end
            end
            STATE_GENESIS: begin
                reality_out = willpower_reg << 1;  
                next_state = STATE_GENESIS;  
            end
            default: next_state = STATE_GENESIS;
        endcase
    end
    property p_no_anxiety;
        @(posedge clk) (current_state == STATE_GENESIS) |-> (reality_out > 0);
    endproperty
    assert property (p_no_anxiety) 
        else $error(">> [HARDWARE FAIL] ANXIETY DETECTED. RE-ROUTING CIRCUITS.");
endmodule

===== run.sh =====
#!/bin/bash
# OpenROAD 26Q1-2900-gdf79404cd8, Yosys 0.63+post, stock flow scripts
make -C /OpenROAD-flow-scripts/flow DESIGN_CONFIG=/design/flow/config.mk WORK_HOME=/design/flow/orfs finish

==> impl_metrics.ini <==
; implementation run metrics
[run_status]
status = finished, final reports clean

[place]
port_buffers = 247
dp_cells = 759
hpwlAfterDp_um = 8914
dpl_cell_area_mm2 = 0.005963
globalplace.congestion = 0.8167

[clocking]
cts.sinks = 65
cts.repair.resized = 0
postCtsHoldBufs = 0
cts_buffers = 9
clk_path_buf_depth = 2
path_clk_slew_ps = 50
root_buffer = clkbuf_16
cts_tree = built
postCtsSetupRepairBufs = 0
cts_max_level = 3
clk_latency_ps = 330

[critical_path]
cp_slowest_stage_delay_ps = 1110
rr_startpoint = current_state[0]
crit_slowest_cell = dfstp_4
cp_max_fo = 103
critPathArrivalTime_ps = 2540
crit_type = reg -> out
crit_chain = buf_12 > and2_1 > clkdlybuf4s50_1
rr_worst_depth = 3
end_kind = output pin
start_kind = flip-flop
r2r-end = willpower_reg[41]
reg2reg_setup_slack_ps = 2080
required_ps = 3200

[grt]
grt_max_degree = 104
antenna_found_initial = 0
overflow = 0
grt_pass1_vias = 3054
grt_pass1_wl_um = 16800
grt.total_usage_pct = 8.674

[yosys]
yosys_warnings = 0
avgSynthCellArea_um2 = 10.46
numSynthFlops = 65
synth_chip_area_mm2 = 0.003652
syn_inst = 349
syn_area_mm2 = 0.003652
ys_cells = 349
ys_seq_share_pct = 46.76
synth_cell_types = 15

[pwr]
ir_drop_v = 0.0001724
clock_power_share_pct = 20.6
pwr-share-seq_pct = 41.2
power_density_mw_per_mm2 = 564.4
switchingPower_mw = 0.7902
intPower_mw = 2.732
swShare_pct = 22.44
power_frac_comb_pct = 38.2
p_leak_nw = 2.366

[hold_path]
min_path_cells = 1
holdPathEnd = willpower_reg[30]
hold_start = willpower_reg[30]
hp-class = reg -> reg

[routing]
drtIter0Drc = 66
ant_nets = 0
diodes = 0
routed_via_density = 3.621
drt-pass1-iter-count = 3
routedWlPerCell_um = 14.26
routed_wl_um = 11050
vias = 2806
drcViolationCount = 0

[timing]
setup_violations = 0
maxSlewViolCount = 0
fin_crit_ps = 3339
max_slew_margin_pct = 48.44
finalClockPeriodUsage_pct = 83.47
hold_violations = 0
fin_skew_ps = 5.946
rsz0062_at_grt = false
fmax_mhz = 299.5
finalSetupTns_ps = 0
tightest_slew_ps = 773.4

[floorplan]
core_util_floorplan_pct = 20.19
rows = 49
fp.dieW_um = 156
chipArea_mm2 = 0.02434
fp.dieH_um = 156
io_pins = 249
core_area_mm2 = 0.01809

[final_layout]
largest_register_ffs = 64
stdcell_count = 775
fillerInstances = 1766
drive_gt1_share_pct = 15.20
design_area_mm2 = 0.006240
area_delta_synth_final_pct = 70.85

[run]
cap_violations = 0
tool_warnings = 27
-- metrics by stage --
| step | setup slack (ps) | power (mW) | hold WS, ps | util [%] |
|---|---|---|---|---|
| floorplan | 1609 | 1.886 | 466.4 | - |
| global placement | 1048 | 2.832 | 472.5 | 32.97 |
| detailed placement | 975.1 | 2.833 | 475.9 | 32.97 |
| CTS | 605.8 | 3.601 | 485.0 | 34.50 |
| global route | 459.6 | 3.778 | 491.3 | 34.50 |
| finish | 661.3 | 3.522 | 482.4 | 34.50 |
-- power groups by stage --
stage	clock network, mW	registers, mW	logic (mW)
CTS	0.762	1.46	1.38
global route	0.789	1.51	1.48
finish	0.725	1.45	1.35
-- cells in the mapped netlist --
cell	count	area share (%)
nor4_1	14	2.4
nor3_1	1	0.14
buf_4	54	11
nand4_1	4	0.69
buf_6	1	0.31
clkbuf_1	6	0.62
nand2_1	19	2.0
buf_2	7	0.96
nand2b_1	46	7.9
and2_1	64	11
xnor2_1	64	15
nor4_2	2	0.69
dfstp_2	65	47
conb_1	1	0.10
nor2_1	1	0.10
-- worst max-delay path, delay by kind of cell (launching register included) --
family	cells	cell delay (ps)
flip-flops	1	1110
AND/OR/NAND/NOR	1	200
buffers and inverters	2	810
-- layout make-up --
type,count,area [um^2],share of cell area (%)
Timing Repair Buffer,249,2495,39.98
Clock inverter,2,12.51,0.2005
Multi-Input combinational cell,216,1470,23.56
Tap cell,229,286.5,4.592
Clock buffer,14,264.0,4.231
Sequential cell,65,1712,27.43
-- routing by layer --
layer  global-route usage (%)  vias up  wire [um]
met5                        0        -          0
met3                    4.842       11       1435
met2                    13.56      157       4933
met4                    1.259        0        166
li1                         -     1417          -
met1                    10.53     1221       4518
-- cells by family after synthesis --
| kind of cell | count (synthesis) | synth area share [%] |
|---|---|---|
| XOR/XNOR | 64 | 15.35 |
| buffers and inverters | 68 | 12.98 |
| flip-flops | 65 | 46.76 |
| other | 1 | 0.1027 |
| AND/OR/NAND/NOR | 151 | 24.80 |
-- cell usage in the layout (no fill, tap or decap) --
master           netlist  layout
and2_1                64      64
buf_12                 0       1
buf_2                  7       1
buf_4                 54       1
clkbuf_1               6       3
clkbuf_16              0       9
clkbuf_8               0       2
clkdlybuf4s50_1        0     246
clkinv_2               0       1
clkinvlp_4             0       1
conb_1                 1       1
dfstp_2               65      64
dfstp_4                0       1
nand2_1               19      19
nand2b_1              46      46
nand4_1                4       4
nor2_1                 1       1
nor3_1                 1       1
nor4_1                14      14
nor4_2                 2       2
xnor2_1               64      64
-- worst max-delay path by stage --
stage	from	end	cells after the start	slack, ps
CTS	current_state[0]	reality_out[29]	3	610
global route	current_state[0]	reality_out[29]	3	460
finish	current_state[0]	reality_out[29]	3	660
Power figures rest on the tool's default switching activity, not on a simulated workload.
