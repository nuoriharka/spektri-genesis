==> design/flow/design.v <==
module cognitive_accelerator (
    input wire clk,            
    input wire reset,          
    input wire [7:0] fear,     
    input wire [7:0] doubt,    
    output reg [119:0] action  
);
    reg [63:0] dark_energy_cache;
    always @(posedge clk) begin
        if (reset) begin
            action <= 120'hFFFFFFFFFFFFFFFFFFFFFFFFFFFFFF;
        end else begin
            dark_energy_cache <= {fear, doubt} ^ 64'hCAFEBABE_DEADBEEF;
            action <= {dark_energy_cache, 56'h11911911911911}; 
        end
    end
endmodule
==> design/flow/run.sh <==
#!/bin/bash
# OpenROAD 26Q1-2900-gdf79404cd8, Yosys 0.63+post, stock flow scripts
make -C /OpenROAD-flow-scripts/flow DESIGN_CONFIG=/design/flow/config.mk WORK_HOME=/design/flow/orfs finish
==> design/flow/config.mk <==
export PLATFORM = sky130hd
export DESIGN_NAME = cognitive_accelerator
export DESIGN_NICKNAME = cognitive_accelerator
export VERILOG_FILES = /design/flow/design.v
export SDC_FILE = /design/flow/constraint.sdc
export NUM_CORES = 4
export LEC_CHECK = 1
export CORE_AREA = 10 10 113 113
export DIE_AREA = 0 0 123 123
export SYNTH_HDL_FRONTEND = slang
==> design/flow/constraint.sdc <==
current_design cognitive_accelerator

set clk_period 1.0
set clk_io_pct 0.2

create_clock -name clk0 -period $clk_period [get_ports {clk}]

set non_clock_inputs [all_inputs -no_clocks]
set_input_delay [expr $clk_period * $clk_io_pct] -clock clk0 $non_clock_inputs
set_output_delay [expr $clk_period * $clk_io_pct] -clock clk0 [all_outputs]
==> impl_metrics.yaml <==
# yosys + openroad results
yosys:
  synth.cellmix.simpleShare_pct: 5.64
  ys_cells: 168
  xor_share_pct: 0
  syn-mean-instance-area_sq_um: 10.6
  syn-cell-area_sq_mm: 0.00177
  area_leaders: "buf_4, edfxtp_1, dfxtp_1"
  common_cells: "buf_4, dfxtp_1, edfxtp_1, or2_1, inv_1"
  synth.ff_latch_count: 34
  synth_cell_types: 7
  async_flop_share_pct: 0
  synthAoiAreaFrac_pct: 0
  largest_area_cell: "buf_4"
  mux_share_pct: 0
  top_cell: "buf_4"
  synth_cells: 168
  yosysSeqAreaShare_pct: 47.4
  yosys_area_sq_mm: 0.00177
  edf_count: 16
  dominantRegCellSynth: "dfxtp_1"
  synth_top_area_share_pct: 43.2
  ys_top_logic_family: "buffers and inverters"
  fa_ha_area_share_pct: 0
  yosysWarnings: 0
final_timing:
  fmax_ghz: 0.798
  min_period_over_period_pct: 125
  hold_viol: 0
  final_max_slew_viol_count: 0
  fin_ws_ns: -0.252
  rsz0062_at_grt: "yes"
  final.min_clock_period_ns: 1.25
  holdWs_ns: 0.417
  clock_skew_ns: 0.00203
  setup_violations: 53
drt:
  routed_wl_um: 3930
  wl_met1_um: 1350
  antenna_left: 0
  drtIter0Drc: 27
  remaining_drc_errors: 0
  viasPerCell: 2.70
  dr.max_layer_used: "met4"
  dr_wl_met2_um: 1830
  dr_total_vias: 968
  routed-wl-met3_um: 640
  antenna_cells: 0
  drt-pass1-iter-count: 2
  post_drt_wl_per_cell_um: 10.9
floorplan:
  rows: 37
  core_area_sq_mm: 0.0103
  initCoreUtil_pct: 17.2
  ios: 138
  die_width_um: 123
  dieArea_sq_mm: 0.0151
  die_y_um: 123
placement:
  dp_cells: 341
  place_congestion: 0.656
  numPortBuffers: 86
  dpl.hpwl_um: 3200
worst_setup_path:
  cpMostUsedCell: "buf_6"
  r2r-start: "dark_energy_cache[2]"
  critPathLaunch: "action[116]"
  path_buffers: 4
  worstPathCellList: "buf_12 > buf_6 > buf_6 > buf_6"
  worst-r2r-setup-slack_ns: 0.33
  crit_family: "buffers and inverters"
  crit_type: "register to output port"
  crit_arrival_ns: 1.05
  crit_cells: 4
  rr_worst_depth: 1
  worstSetupEndpointType: "output port"
  critPathLaunchType: "register"
  crit_path_max_incr_delay_ns: 0.35
  required_ns: 0.80
  path_max_fanout: 4
  crit_slowest_cell: "dfxtp_4"
clocking:
  numCtsBuffers: 5
  insertion_delay_ns: 0.27
  clock-sinks: 34
  hold_buffers: 0
  clk_pin_slew_worst_paths_ns: 0.06
  clockBufferDepth: 2
  root_buffer: "clkbuf_8"
  htree_num_levels: 2
  cts_tree: "built"
outcome:
  violations: "setup timing"
  status: "complete, but fails checks"
final_layout:
  drive_above_1_share_pct: 32.3
  syn_to_final_growth_pct: 31.0
  layout.cells.non_filler: 359
global_routing:
  grt_max_degree: 20
  grt_pass1_wl_um: 5410
  first_global_vias: 1029
  track_usage_pct: 4.38
  overflow: 0
  antenna_found_initial: 0
job:
  tool_warnings: 27
  max_cap_violations: 0
worst_hold_path:
  hold_path_depth: 1
  hp-class: "register to register"
  hold_path_startpoint: "dark_energy_cache[12]"
pwr:
  p_leak_nw: 1.11
  total_power_w: 0.00312
  ir_drop_mv: 0.476
  powerDensity_mw_per_mm2: 1340
per-stage QoR:
| step | cell area (sq um) | setup WS, ns | setup TNS, ns | util [%] |
|---|---|---|---|---|
| 2_1_floorplan | 1970 | 0.0213 | 0 | - |
| 3_3_place_gp | 2290 | -0.260 | -17.00 | 22.2 |
| 3_5_place_dp | 2290 | -0.262 | -17.76 | 22.2 |
| 4_1_cts | 2430 | -0.423 | -12.84 | 23.6 |
| 5_1_grt | 2320 | -0.288 | -11.21 | 22.5 |
| 6_report | 2320 | -0.252 | -8.53 | 22.5 |
final cells by class:
| class | count | area (sq um) |
|---|---|---|
| well taps | 136 | 170 |
| multi-input cells | 67 | 292 |
| repair buffers | 100 | 846 |
| flip-flops and latches | 34 | 850 |
| clock buffers | 8 | 110 |
| fillers | 1092 | 8000 |
| inverters | 14 | 56.3 |
flip-flops by register name, summed over array words and instances (netlist names):
register / flops
action: 18
dark_energy_cache: 16
cell families (layout without fill, tap and decap cells):
logic type    Yosys count  in the layout
flops                  34             34
buf+inv               117            122
other cells             1             51
simple gates           16             16
routing by layer:
| layer | track usage, % | vias up |
|---|---|---|
| li1 | - | 459 |
| met1 | 4.85 | 418 |
| met2 | 7.36 | 85 |
| met3 | 2.22 | 6 |
| met4 | 1.09 | 0 |
| met5 | 0 | - |
report_power, final:
part	total, W	leakage [nW]	internal [W]	switching (W)
sequential	0.00158	0.308	0.00156	0.0000253
clock	0.00113	0.0575	0.000694	0.000440
combinational	0.000403	0.741	0.000278	0.000125
total	0.00312	1.11	0.00253	0.000590
final timing paths:
kind / endpoint
setup / recovery: action[85]
hold / removal: action[68]
setup reg to reg: action[58]
hold reg to reg: action[68]
cells in the final DEF (no fill, tap or decap):
cell type | Yosys | layout
buf_6 | 1 | 14
clkinvlp_4 | 0 | 1
conb_1 | 1 | 51
or2_1 | 16 | 16
dfxtp_2 | 0 | 1
dfxtp_4 | 0 | 2
clkbuf_2 | 0 | 29
inv_1 | 14 | 13
buf_4 | 102 | 3
buf_16 | 0 | 1
clkdlybuf4s50_1 | 0 | 17
dfxtp_1 | 18 | 15
dlygate4sd2_1 | 0 | 14
buf_12 | 0 | 3
edfxtp_1 | 16 | 16
clkbuf_8 | 0 | 8
clkdlybuf4s15_1 | 0 | 9
buf_2 | 0 | 10
repair_timing:
| action | in CTS | in global routing |
|---|---|---|
| endpoints found under the setup margin | 69 | 58 |
| resized | 129 | 64 |
| pin swaps | 0 | 0 |
| buffers inserted | 7 | 3 |
| cloned | 2 | 0 |
Power figures rest on the tool's default switching activity, not on a simulated workload.
